### config.mk
export PLATFORM = sky130hd
export DESIGN_NAME = LCD_CTRL
export DESIGN_NICKNAME = LCD_CTRL
export VERILOG_FILES = /design/flow/design.v
export SDC_FILE = /design/flow/constraint.sdc
export NUM_CORES = 4
export LEC_CHECK = 1
export CORE_UTILIZATION = 30
### constraint.sdc
current_design LCD_CTRL

set clk_period 26.5
set clk_io_pct 0.2

create_clock -name clk0 -period $clk_period [get_ports {clk}]

set non_clock_inputs [all_inputs -no_clocks]
set_input_delay [expr $clk_period * $clk_io_pct] -clock clk0 $non_clock_inputs
set_output_delay [expr $clk_period * $clk_io_pct] -clock clk0 [all_outputs]
### design.v
`timescale 1ns/100ps
module LCD_CTRL(
 input clk
,input reset
,input [7:0] IROM_Q
,input [2:0] cmd
,input cmd_valid
,output reg IROM_EN
,output reg [5:0] IROM_A
,output reg IRB_RW
,output [7:0] IRB_D
,output reg [5:0] IRB_A
,output busy
,output reg done
);
reg     [ 7:0]  irom_buf        [0:63];
reg             buf_last;
reg             start;
reg             start_d;
wire    [ 5:0]  IROM_A_pre      =   (&IROM_A | IROM_EN)             ?       6'd0    :
                                    ~IROM_EN            ? IROM_A +6'd1  :       IROM_A  ;
wire            buf_last_pre    =   &IROM_A             ?       1'b1    : 1'b0  ;
wire            start_pre       =   1'b1;
wire            IROM_EN_pre     =   buf_last            ?       1'b1    :
                                    ~start              ?       1'b0    :
                                                                            IROM_EN;
reg             write_cmd;
reg             write_cmd_n;
reg             sh_u_cmd ;
reg             sh_d_cmd ;
reg             sh_l_cmd ;
reg             sh_r_cmd ;
reg             avg_cmd  ;
reg             mir_x_cmd;
reg             mir_y_cmd;
wire            write_cmd_pre   =   cmd_valid && (cmd == 3'd0) ? 1'b1 :  write_cmd ;    
wire            write_cmd_n_pre =   write_cmd;
wire            sh_u_cmd_pre    =   cmd_valid && (cmd == 3'd1) ? 1'b1 :
                                    busy & sh_u_cmd            ? 1'b0 :  sh_u_cmd  ;    
wire            sh_d_cmd_pre    =   cmd_valid && (cmd == 3'd2) ? 1'b1 :  
                                    busy & sh_d_cmd            ? 1'b0 :  sh_d_cmd  ;    
wire            sh_l_cmd_pre    =   cmd_valid && (cmd == 3'd3) ? 1'b1 :
                                    busy & sh_l_cmd            ? 1'b0 :  sh_l_cmd  ;    
wire            sh_r_cmd_pre    =   cmd_valid && (cmd == 3'd4) ? 1'b1 :
                                    busy & sh_r_cmd            ? 1'b0 :  sh_r_cmd  ;    
wire            avg_cmd_pre     =   cmd_valid && (cmd == 3'd5) ? 1'b1 :
                                    busy & avg_cmd             ? 1'b0 :  avg_cmd  ;    
wire            mir_x_cmd_pre   =   cmd_valid && (cmd == 3'd6) ? 1'b1 :
                                    busy & mir_x_cmd           ? 1'b0 :  mir_x_cmd ;    
wire            mir_y_cmd_pre   =   cmd_valid && (cmd == 3'd7) ? 1'b1 :
                                    busy & mir_y_cmd           ? 1'b0 :  mir_y_cmd ;    
wire            cmdvalid        =   write_cmd |
                                    sh_u_cmd  |
                                    sh_d_cmd  |
                                    sh_l_cmd  |
                                    sh_r_cmd  |
                                    avg_cmd   |
                                    mir_x_cmd |
                                    mir_y_cmd    ;
reg     [ 2:0]  point_x, point_y;
wire    [ 2:0]  point_x_pre     =  
                                    sh_l_cmd    ? ( (point_x == 3'd1) ? 3'd1 : point_x -3'd1  )       :
                                    sh_r_cmd    ? ( (&point_x)        ? 3'd7 : point_x +3'd1  )       : point_x;
wire    [ 2:0]  point_y_pre     =      
                                    sh_u_cmd    ? ( (point_y == 3'd1) ? 3'd1 : point_y -3'd1  )       :
                                    sh_d_cmd    ? ( (&point_y)        ? 3'd7 : point_y +3'd1  )       : point_y;
wire    [ 7:0]  irom_avg        =   (irom_buf[{point_y,point_x}]         +
                                     irom_buf[{point_y,point_x} - 6'd1]  +
                                     irom_buf[{point_y,point_x} - 6'd8]  +
                                     irom_buf[{point_y,point_x} - 6'd9] ) /4 ;
wire            stat_flag       = start ^ start_d;
assign          busy            =   IROM_EN & stat_flag ?  1'b1   :
                                   ~IROM_EN             ?  1'b1   :
                                    (cmdvalid)          ?  1'b1   :
                                    ~start              ?  1'b1   :
                                                            1'b0;
wire            IRB_RW_pre      =   (write_cmd )    ? 1'b0   :   1'b1;
wire    [ 5:0]  IRB_A_pre       =   &IRB_A              ?       6'd0    :                        
                                    ~IRB_RW             ? IRB_A +6'd1   :       IRB_A  ;
assign     IRB_D        =   {8{~IRB_RW}} & irom_buf[IRB_A] ;
wire            done_pre        =   &IRB_A ? 1'b1 : done ;
always @(negedge clk or posedge reset)
begin
   if (reset)
   begin
       IROM_A                   <= #0.5 6'd0;
       IROM_EN                  <= #0.5 1'd1;
       buf_last                 <= #0.5 1'd0;
       IRB_A                    <= #0.5 1'd0;
       IRB_RW                   <= #0.5 1'd1;
       write_cmd_n     <= #0.5 1'd0;
       done     <= #0.5 1'd0;
       point_x     <= #0.5 3'd4;
       point_y     <= #0.5 3'd4;
   end
   else
   begin
       IROM_A                   <= #0.5 IROM_A_pre;
       IROM_EN                  <= #0.5 IROM_EN_pre;
       buf_last                 <= #0.5 buf_last_pre;
       IRB_A                    <= #0.5 IRB_A_pre;
       IRB_RW                   <= #0.5 IRB_RW_pre;
       done     <= #0.5 done_pre;
       point_x     <= #0.5 point_x_pre;
       point_y     <= #0.5 point_y_pre;
   end
end
wire   [7:0] buf_0 = irom_buf[0];
wire   [7:0] buf_1 = irom_buf[1];
wire   [7:0] buf_2 = irom_buf[2];
wire   [7:0] buf_3 = irom_buf[3];
wire   [7:0] buf_4 = irom_buf[4];
wire   [7:0] buf_5 = irom_buf[5];
wire   [7:0] buf_6 = irom_buf[6];
wire   [7:0] buf_63= irom_buf[63];
always @(posedge clk )
begin
   if (~IROM_EN && (|IROM_A))
   begin
       irom_buf[IROM_A-6'd1]            <= #0.5 IROM_Q;
   end
   else if(buf_last)
   begin
       irom_buf[63]                     <= #0.5 IROM_Q;
   end
   else if(avg_cmd)
   begin
       irom_buf[{point_y,point_x}       ]          <= #0.5 irom_avg;
       irom_buf[{point_y,point_x} - 6'd1]          <= #0.5 irom_avg;
       irom_buf[{point_y,point_x} - 6'd8]          <= #0.5 irom_avg;
       irom_buf[{point_y,point_x} - 6'd9]          <= #0.5 irom_avg;
   end
   else if(mir_x_cmd)
   begin
       irom_buf[{point_y,point_x}       ]          <= #0.5 irom_buf[{point_y,point_x} - 6'd8];
       irom_buf[{point_y,point_x} - 6'd1]          <= #0.5 irom_buf[{point_y,point_x} - 6'd9];
       irom_buf[{point_y,point_x} - 6'd8]          <= #0.5 irom_buf[{point_y,point_x}       ];
       irom_buf[{point_y,point_x} - 6'd9]          <= #0.5 irom_buf[{point_y,point_x} - 6'd1]    ;
   end
   else if(mir_y_cmd)
   begin
       irom_buf[{point_y,point_x}       ]          <= #0.5 irom_buf[{point_y,point_x} - 6'd1]    ;
       irom_buf[{point_y,point_x} - 6'd1]          <= #0.5 irom_buf[{point_y,point_x}       ]    ;
       irom_buf[{point_y,point_x} - 6'd8]          <= #0.5 irom_buf[{point_y,point_x} - 6'd9];
       irom_buf[{point_y,point_x} - 6'd9]          <= #0.5 irom_buf[{point_y,point_x} - 6'd8];
   end
end
always @(posedge clk or posedge reset)
begin
   if (reset)
   begin
        write_cmd       <= #0.5 1'd0;
        sh_u_cmd        <= #0.5 1'd0;
        sh_d_cmd        <= #0.5 1'd0;
        sh_l_cmd        <= #0.5 1'd0;
        sh_r_cmd        <= #0.5 1'd0;
        avg_cmd         <= #0.5 1'd0;
        mir_x_cmd       <= #0.5 1'd0;
        mir_y_cmd       <= #0.5 1'd0;                
        start           <= #0.5 1'd0;        
        start_d           <= #0.5 1'd0;        
   end
   else
   begin
        write_cmd       <= #0.5 write_cmd_pre;
        sh_u_cmd        <= #0.5 sh_u_cmd_pre ;
        sh_d_cmd        <= #0.5 sh_d_cmd_pre ;
        sh_l_cmd        <= #0.5 sh_l_cmd_pre ;
        sh_r_cmd        <= #0.5 sh_r_cmd_pre ;
        avg_cmd         <= #0.5 avg_cmd_pre  ;
        mir_x_cmd       <= #0.5 mir_x_cmd_pre;
        mir_y_cmd       <= #0.5 mir_y_cmd_pre;                
        start           <= #0.5 start_pre;        
        start_d           <= #0.5 start;        
   end
end
endmodule
### run.sh
#!/bin/bash
# OpenROAD 26Q1-2900-gdf79404cd8, Yosys 0.63+post, stock flow scripts
make -C /OpenROAD-flow-scripts/flow DESIGN_CONFIG=/design/flow/config.mk WORK_HOME=/design/flow/orfs finish
==> reports/metrics.yaml <==
insertion_delay_ns: 0.75
worstMarginPinSlew_ns: 1.29
fin_ws_ns: 2.29
grt_pass1_wl_um: 513000
yosysCellCount: 5423
grt_max_degree: 83
status: "complete, no violations"
io_pins: 38
async_reset_ff_share_pct: 5.88
critPathArrivalTime_ns: 18.91
post-place-cells: 7501
routed_wl_um: 397000
cts_tree: "yes"
cts_setup_buffers: 0
dieHeight_um: 405
vias: 57500
track_usage_pct: 49.5
drc_errors: 0
critical_path_class: "reg -> out"
area.growth.synth_to_final_pct: 14.5
maxCapViolCount: 0
cts.sinks: 544
netlist.area_leader.share_pct: 31.5
die_w_um: 405
ys.flops: 544
finalSetupViolations: 0
floorplan.core_util_pct: 30.3
rsz0062_at_grt: "false"
finalMaxSlewViolations: 0
crit_required_ns: 21.20
drt-initial-drc-count: 8473
grt_pass1_vias: 52400
top_cells_by_count: "645 x nand2_1, 642 x nor2_1, 512 x edfxtp_1"
drive_gt1_share_pct: 16.3
relSlewSlack_pct: 13.9
synth-edff-count: 512
post_cts_resized: 0
synthCells: 5423
netlist_top_cells_area: "edfxtp_1 32%, mux4_2 7.6%, mux2i_1 7.1%"
finalHoldViolations: 0
synth_cell_types: 99
log.warning_count: 35
r2r_slack_ns: 3.08
synth_area_per_cell_um2: 9.00
gp_congestion: 1.18
core_area_um2: 161000
final_cells: 7702
drt-wirelength-per-cell_um: 51.5
syn-cell-area_um2: 48800
min_from: "start"
viasPerCell: 7.46
yosysMostFrequentCell: "nand2_1"
cts_buffers: 72
seq_area_frac_synth_pct: 33.2
yosysChipArea_um2: 48800
setup_tns_ns: 0
crit_path_start: "IRB_A[2]"
overflow: 0
r2r-start: "point_x[1]"
num_rows: 147
synth_area_leader_cell: "edfxtp_1"
hp-class: "reg -> reg"
fin_skew_ns: 0.118
r2r_cells: 24
place_ws_ns: 3.08
htree_levels: 3
dr.pass1.iters: 13
cp-start-kind: "register"
worstHoldPathCells: 0
cts_max_path_buffers: 3
crit_fanout: 30
die_area_um2: 164000
io_buffers: 37
endpoint_kind: "output pin"
cts_hold_buffers: 0
yosys_most_used_dff: "edfxtp_1"
ant_nets: 0
path_clk_slew_ns: 0.05
synth_warnings: 1
antenna_found_initial: 57
dp_hpwl_um: 285000
root_buffer: "clkbuf_16"
-- kinds of logic (layout without fill, tap and decap cells) --
family	Yosys count	after routing	share of synthesized area [%]
adder cells (fa/ha/maj)	33	33	1.09
AND/OR/NAND/NOR	1701	1701	14.9
AND-OR/OR-AND	1977	1977	29.2
multiplexers	579	579	16.3
other	1	69	0.00769
buffers and inverters	566	617	4.92
flip-flops	544	544	33.2
XOR/XNOR	22	22	0.464
-- cells in the final DEF (no fill, tap or decap), types with 37 or more instances in the layout --
master,synthesis,final
a22oi_1,291,291
o22ai_1,266,264
a211oi_1,82,80
nor3_1,83,69
mux2i_1,346,346
clkbuf_16,0,73
o211ai_1,86,86
a222oi_1,90,90
nand2_1,645,634
o21ai_0,187,186
a21oi_1,313,310
buf_4,27,387
edfxtp_1,512,512
nor2_1,642,628
mux2_2,68,68
nand2b_1,39,37
diode_2,0,68
mux4_2,165,165
a221oi_1,154,152
a31oi_1,44,44
nand3_1,116,111
clkdlybuf4s50_1,0,37
inv_1,46,47
o221ai_1,125,124
-- worst max-delay path: stages (launching register included) --
cell,delay [ns]
dfrtn_1,0.38
buf_4,0.30
buf_4,0.51
nand2b_2,0.41
buf_4,0.41
o221ai_1,0.31
o22ai_1,0.14
a21oi_1,0.52
a211oi_1,0.39
buf_4,0.25
a211oi_1,0.68
clkdlybuf4s50_1,0.60
-- flip-flops by register name, summed over array words and instances (netlist names) --
name,count
avg_cmd,1
sh_l_cmd,1
point_x,3
buf_last,1
IROM_A,6
irom_buf,512
write_cmd,1
done,1
mir_y_cmd,1
start_d,1
mir_x_cmd,1
point_y,3
sh_d_cmd,1
start,1
sh_u_cmd,1
IROM_EN,1
IRB_RW,1
sh_r_cmd,1
IRB_A,6
-- routing by layer --
| metal | vias to the layer above | global-route usage (%) | wire length [um] | share of wire, % |
|---|---|---|---|---|
| met1 | 28000 | 58.1 | 137000 | 35 |
| met2 | 5782 | 62.1 | 151000 | 38 |
| met4 | 84 | 36.0 | 37900 | 9.5 |
| met3 | 1748 | 34.1 | 69100 | 17 |
| met5 | - | 9.40 | 1670 | 0.42 |
| li1 | 21900 | - | - | - |
-- final cells by class --
cell class | instances | area (um2)
clock buffers | 79 | 1850
inverters | 51 | 195
repair buffers | 432 | 3440
clock inverters | 55 | 529
well taps | 2160 | 2700
flip-flops and latches | 544 | 16200
multi-input cells | 4313 | 30800
diodes | 68 | 170
fillers | 16300 | 105000
-- worst paths after layout --
path / end
min in group asynchronous: start
max: IRB_D[6]
min: start_d
min reg2reg: start_d
max reg2reg: irom_buf[27][3]
max in group asynchronous: IROM_EN
-- through the flow --
stage	hold slack, ns	utilization [%]	cell area (um2)
3_3_place_gp	0.405	33.1	53300
5_1_grt	0.417	34.6	55800
3_5_place_dp	0.409	33.1	53300
2_1_floorplan	0.354	-	48800
4_1_cts	0.416	34.6	55700
6_report	0.411	34.7	55900
