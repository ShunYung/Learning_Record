`flow/design.v`:
```
`timescale 1ns/100ps
module NFC(
 input clk
,input rst
,output reg done
,inout [7:0] F_IO_A
,output F_CLE_A
,output F_ALE_A
,output reg F_REN_A
,output F_WEN_A
,input  F_RB_A  
,input  F_RB_B
,inout [7:0] F_IO_B
,output F_CLE_B
,output F_ALE_B
,output F_REN_B
,output F_WEN_B
);
reg     [1:0]   addr_cnt;
reg     [2:0]   state   ;
reg     [17:0]  addr_cnta;
reg             rc_tg;
reg             rc_flag;
wire    [2:0]   state_pre         = (state == 3'd0 )    ? 3'd1                                                          :
                                    (state == 3'd1 )    ? 3'd2                                                          :
                                    (state == 3'd2 )    ? ( addr_cnt== 2'd2 ? 3'd3 : 3'd2  )                            :
                                    (state == 3'd3 )    ? ( F_RB_A ? 3'd4 : 3'd3 )                                      :
                                    (state == 3'd4 )    ? ( ( addr_cnta[8:0] == 9'd511) && ~rc_flag ? 3'd5 : 3'd4)      :
                                    (state == 3'd5 )    ? 3'd6                                                          :
                                    (state == 3'd6 )    ? (
                                                            ( F_RB_B && addr_cnta == 18'd262143 ) ? 3'd7 :
                                                              F_RB_B                              ? 3'd0 : 3'd6 )       :
                                    (state == 3'd7 )    ? 3'd7                                                          :
                                                          3'd0
                                                                ;
wire    [1:0]   addr_cnt_pre      = (addr_cnt == 3'd2 ) ? 2'd0            :  
                                    (state == 3'd2 )    ? addr_cnt + 2'd1 : addr_cnt ;
assign          F_CLE_A           = (state == 3'd1) ? 1'd1 : 1'd0;
assign          F_CLE_B           = (state == 3'd1 || state == 3'd5  ) ? 1'd1 : 1'd0;
assign          F_WEN_A           = ( (state == 3'd1) || (state == 3'd2) ) ? ~clk : 1'b1 ;
assign          F_WEN_B           = ( F_CLE_B || state == 3'd2 || ~F_REN_A ) ? ~clk : 1'b0;
assign          F_ALE_A           = (state == 3'd2) ? 1'd1 : 1'd0;
assign          F_ALE_B           = (state == 3'd2) ? 1'd1 : 1'd0;
wire            rc_flag_pre       = (state == 3'd4)            ? 1'b0 :  
                                    (state == 3'd5)            ? 1'b1 : rc_flag;    
wire            F_REN_A_pre       = (state == 3'd4)     ? ~F_REN_A : F_REN_A;
assign          F_REN_B           = 1'b1;
wire    [17:0]  addr_cnta_add1    = (addr_cnta == 18'd0) ? addr_cnta : addr_cnta + 18'd1;
wire            out_en_a          = (state == 3'd1 || state == 3'd2) ? 1'd1 : 1'd0;
wire            out_en_b          = 1'd1;
reg     [7:0]   out_a;
wire    [7:0]   out_a_pre         = (state == 3'd0)                             ? {7'd0, addr_cnta_add1[8]}     :
                                    (state == 3'd1)                             ? addr_cnta_add1[7:0]           :
                                    (state == 3'd2) && (addr_cnt == 2'd0)       ? addr_cnta_add1[16:9]          :
                                    (state == 3'd2) && (addr_cnt == 2'd1)       ? {7'd0, addr_cnta_add1[17]}    : out_a;
wire    [7:0]   out_b_pre         =
                                    (state == 3'd1) ? 8'h80           :
                                    (state == 3'd2) ? out_a           :
                                    (state == 3'd5) ? 8'h10           : F_IO_A;
assign          F_IO_A            = out_en_a ? out_a : 'bz;
assign          F_IO_B            = out_en_b ? out_b_pre : 'bz;
wire            done_pre         = (state == 3'd7) ;
always@(posedge clk or posedge rst)
begin
if(rst)
            F_REN_A    <= #0.5 1'b1;
        else
            F_REN_A    <= #0.5 F_REN_A_pre;
end
always@(posedge clk or posedge rst)
begin
if(rst)
            addr_cnt    <= #0.5 2'd0;
        else
            addr_cnt    <= #0.5 addr_cnt_pre;
end
always@(posedge clk or posedge rst)
begin
if(rst)
            state       <= #0.5 3'd0;
        else
            state       <= #0.5 state_pre;
end
always@(posedge clk or posedge rst)
begin
if(rst)
            out_a       <= #0.5 8'd0;
        else
            out_a       <= #0.5 out_a_pre;
end
always@(posedge clk or posedge rst)
begin
if(rst)
            rc_tg       <= #0.5 1'b1;
        else if (state == 3'd4 )  
            rc_tg       <= #0.5 ~rc_tg;
end
always@(posedge clk or posedge rst)
begin
if(rst)
            addr_cnta       <= #0.5 {18'd262143,1'b1};
        else if (state == 3'd4 && rc_tg )  
            addr_cnta       <= #0.5 addr_cnta + 19'd1;
end
always@(posedge clk or posedge rst)
begin
if(rst)
            done       <= #0.5 1'd0;
        else
            done       <= #0.5 done_pre;
end
always@(posedge clk or posedge rst)
begin
if(rst)
            rc_flag       <= #0.5 1'd1;
        else
            rc_flag       <= #0.5 rc_flag_pre;
end
endmodule
```
`flow/run.sh`:
```
#!/bin/bash
# OpenROAD 26Q1-2900-gdf79404cd8, Yosys 0.63+post, stock flow scripts
make -C /OpenROAD-flow-scripts/flow DESIGN_CONFIG=/design/flow/config.mk WORK_HOME=/design/flow/orfs finish
```
`flow/config.mk`:
```
export PLATFORM = sky130hd
export DESIGN_NAME = NFC
export DESIGN_NICKNAME = NFC
export VERILOG_FILES = /design/flow/design.v
export SDC_FILE = /design/flow/constraint.sdc
export NUM_CORES = 4
export LEC_CHECK = 1
export CORE_UTILIZATION = 30
```
`flow/constraint.sdc`:
```
current_design NFC

set clk_period 5.7
set clk_io_pct 0.2

create_clock -name clk0 -period $clk_period [get_ports {clk}]

set non_clock_inputs [all_inputs -no_clocks]
set_input_delay [expr $clk_period * $clk_io_pct] -clock clk0 $non_clock_inputs
set_output_delay [expr $clk_period * $clk_io_pct] -clock clk0 [all_outputs]
```
==> run summary <==
Run status: aborted with a tool error
Last stage reached: 4_1_cts
Tool error: [error] [KeplerFormal.cpp:679] Workflow failed: Iso has multiple drivers: .F_IO_A0, F_IO_A[0]$_DFFE_PP0P_.Q0
Die height: 87.68 um
Synth Cell Area: 0.002202 mm2
Postcts setup bufs: 0
XOR/XNOR Fraction of Synth Area: 13.07%
Die span in x: 87.68 um
CTS Hold Buffers Added: 0
Complex Gates by Area: 9.205%
Seq cells post-synth: 40
Floorplan utilization: 31.71%
Adders+Majority by Area: 1.705%
Post-CTS sizing: 0
Post-Syn Instances: 222
Cell Rows: 30
Yosys chip area: 0.002202 mm2
Cells in synth_stat.txt: 222
Ys Warns: 3
Comb area leader: simple AND/OR/NAND/NOR gates
Number of unique standard cell types used by synthesis: 52
Synth Seq Share: 46.70%
Dpl cell area: 0.002371 mm2
Simple-Gate Area Share: 23.81%
Boundary Pins: 29
Port Buffers: 11
Syn_area_per_cell: 9.919 um2
Final HPWL from detailed placement: 3307 um
Mux share of post-synthesis cell area: 0%
Routability cong.: 0.8971
[synth_stat cells, drive strengths merged]
| cell | count | area (um2) |
|---|---|---|
| a211oi | 1 | 12.51 |
| a21o | 2 | 15.01 |
| a21oi | 3 | 15.01 |
| a221oi | 1 | 8.760 |
| a22o | 1 | 8.760 |
| a22oi | 1 | 7.510 |
| a31o | 2 | 17.52 |
| a32oi | 2 | 17.52 |
| and2 | 7 | 43.79 |
| and3 | 1 | 6.260 |
| buf | 6 | 41.28 |
| clkbuf | 7 | 27.52 |
| conb | 1 | 3.750 |
| dfrtp | 18 | 450.4 |
| dfstp | 22 | 578.1 |
| ha | 3 | 37.54 |
| inv | 13 | 48.80 |
| nand2 | 22 | 82.58 |
| nand2b | 3 | 18.77 |
| nand3 | 9 | 55.05 |
| nand3b | 2 | 15.01 |
| nand4 | 9 | 77.57 |
| nor2 | 23 | 88.84 |
| nor2b | 1 | 6.260 |
| nor3 | 4 | 20.02 |
| nor3b | 1 | 7.510 |
| nor4 | 5 | 52.55 |
| nor4b | 2 | 17.52 |
| o211ai | 2 | 15.01 |
| o21ai | 6 | 30.03 |
| o21bai | 1 | 7.510 |
| o221ai | 4 | 41.29 |
| o22ai | 1 | 6.260 |
| or2 | 2 | 15.02 |
| or3 | 2 | 17.52 |
| xnor2 | 18 | 165.2 |
| xor2 | 14 | 122.6 |
[metrics by stage]
| stage | instances | hold WS, ns | total power, mW | worst slack, ns |
|---|---|---|---|---|
| detailed placement | 317 | 0.3607 | 0.5671 | 1.187 |
| floorplan | 222 | 0.3546 | 0.5067 | 1.667 |
| global placement | 317 | 0.3624 | 0.5657 | 1.187 |
[cells by family after synthesis]
| kind of cell | Yosys count |
|---|---|
| AOI/OAI and AO/OA | 27 |
| xor gates and xnor gates | 32 |
| adders and majority gates | 3 |
| buffers and inverters | 26 |
| DFF | 40 |
| other | 1 |
| and+or+nand+nor | 93 |
No activity file was given, so power comes from the tool's default toggle rates.
